==> design/flow/design.v <==
module synchronous_fifo #(
    parameter DEPTH = 10,
    parameter DATA_WIDTH = 32
) (
    input                           clk,
    input                           rst_n,
    input                           w_en,
    input                           r_en,
    input       [DATA_WIDTH-1:0]    data_in,
    output reg  [DATA_WIDTH-1:0]    data_out,
    output                          full,
    output                          empty
);
localparam  DEPTH_NUM = $clog2(DEPTH) ;
reg [DATA_WIDTH-1 : 0] FIFO [0 : DEPTH-1]; 
reg [DEPTH_NUM-1:0] w_ptr,r_ptr;
reg [DEPTH_NUM-1:0]  count;
always @(posedge clk) begin
    if(!rst_n) begin
        count       <=  'b0;
    end
    else begin
        case({r_en & ~empty ,w_en & ~full}) 
            2'b00, 2'b11 : count <= count;
            2'b01 : count <= count + 1'b1;
            2'b10 : count <= count - 1'b1;
        endcase
    end
end
always @(posedge clk ) begin
    if(!rst_n) begin
        r_ptr       <= 'b0;
        data_out    <= 'b0;
    end
    else if(r_en & !empty ) begin
        data_out    <= FIFO[r_ptr];
        r_ptr <= (r_ptr + 1 == DEPTH) ? 0 : r_ptr + 1;
    end
end
always @(posedge clk) begin
    if(!rst_n) begin
        w_ptr <= 'b0;
    end
    else if(w_en & !full) begin
        FIFO[w_ptr] <= data_in;
        w_ptr <= (w_ptr + 1 == DEPTH) ? 0 : w_ptr + 1;
    end 
end
assign full = (count == DEPTH);
assign empty = (count == 0);
endmodule
==> design/flow/run.sh <==
#!/bin/bash
# OpenROAD 26Q1-2900-gdf79404cd8, Yosys 0.63+post, stock flow scripts
make -C /OpenROAD-flow-scripts/flow DESIGN_CONFIG=/design/flow/config.mk WORK_HOME=/design/flow/orfs finish
==> design/flow/config.mk <==
export PLATFORM = sky130hd
export DESIGN_NAME = synchronous_fifo
export DESIGN_NICKNAME = synchronous_fifo
export VERILOG_FILES = /design/flow/design.v
export SDC_FILE = /design/flow/constraint.sdc
export NUM_CORES = 4
export LEC_CHECK = 1
export CORE_UTILIZATION = 30
==> design/flow/constraint.sdc <==
current_design synchronous_fifo

set clk_period 13.6
set clk_io_pct 0.2

create_clock -name clk0 -period $clk_period [get_ports {clk}]

set non_clock_inputs [all_inputs -no_clocks]
set_input_delay [expr $clk_period * $clk_io_pct] -clock clk0 $non_clock_inputs
set_output_delay [expr $clk_period * $clk_io_pct] -clock clk0 [all_outputs]
==> results.tsv <==
stage	metric	value	unit
clock_network	Setup Buffers After CTS	0	
final_timing	Hold Slack	0.466	ns
clock_network	Max clock buf depth	3	
hold_path	WHS Path Cells	2	
final_timing	RSZ-0062 raised after global routing	no	
worst_setup_path	CP startpoint kind	input port	
worst_setup_path	CP Data Required Time	14.05	ns
yosys	Post-synth seq share	74.9	%
detailed_routing	Antenna Nets Post-Route	0	
final_timing	fmax	190	MHz
floorplanning	die height	218	µm
clock_network	H-tree Lvls	2	
floorplanning	Placeable Area	45700	µm²
placement	gpl congestion	0.780	
floorplanning	die x size	218	µm
grt	largest net degree at the start of global routing	59	
placement	dpl hpwl	15200	µm
detailed_routing	final WL	28700	µm
detailed_routing	Vias/cell	4.75	
floorplanning	Die ar.	47500	µm²
cells_and_area	final non-filler cell total	1424	
floorplanning	FP Core Util	30.6	%
final_timing	Slew @ Worst Pin	0.701	ns
worst_setup_path	WS Path Type	input port to register	
cells_and_area	FF/Latch Area	10500	µm²
grt	initial antenna violation count	3	
flow_run	OpenROAD warnings	30	
yosys	EDFF count, synth	320	
worst_setup_path	CP endpoint kind	register	
yosys	Ys Warns	1	
status	status	finished, final reports clean	
yosys	post-synth top area cell	edfxtp_1	
cells_and_area	Comb area	3310	µm²
worst_setup_path	R2R cell count	9	
placement	placed cells	1358	
hold_path	type of the worst min-delay path	register to register	
yosys	Syn Area/Cell	19.8	µm²
detailed_routing	# DRC	0	
placement	DP Area	15500	µm²
final_timing	minimum clock period	5.26	ns
final_timing	slack of the critical path	8.34	ns
clock_network	CTS sink count	364	
detailed_routing	drt pass-1 iters	6	
yosys	YS chip area	14000	µm²
cells_and_area	final std cell area, no fill	16600	µm²
pwr	LEAKAGE	5.22	nW
pwr	Pwr Density	162	nW/µm²
floorplanning	num ports	70	
yosys	Max-area cell share	68.7	%
detailed_routing	DRT iter0 DRCs	526	
clock_network	clock latency (worst-skew pair)	0.53	ns
placement	DP Worst Slack	7.78	ns
grt	first-pass GRT wire length	43700	µm
clock_network	Root Buffer Master	clkbuf_16	
worst_setup_path	Worst Path Max Fanout	58	
final_timing	# setup viols final	0	
detailed_routing	vias	6769	
cells_and_area	tally of filler cells in the layout	4170	
yosys	post-synthesis cell type count	43	
grt	GRT Total Usage	13.2	%
clock_network	hold buffer count at CTS	0	
grt	vias in the first global route	7174	
worst_setup_path	CP arrival	5.71	ns
cells_and_area	share of cells above drive strength 1	17.5	%
yosys	Area contributors post-synth	edfxtp_1, mux4_2, dfxtp_1	
cells_and_area	P&R area growth vs syn	18.6	%
yosys	Async S/R FF share, synth	0	%
clock_network	number of buffers created by CTS	36	
final_timing	Setup TNS	0	ns
placement	port bufs	69	
final_timing	Rel. slew slack	53.3	%
yosys	Post-Syn Area	14000	µm²
clock_network	clk slew on worst S/H paths	0.06	ns
yosys	cells in synth_stat.txt	707	
clock_network	CTS tree	built	
clock_network	Gates resized, CTS repair	0	
yosys	synthesized flop and latch total	364	
detailed_routing	n_diodes	0	
grt	global route overflow	0	
flow_run	Max Cap Violations	0	
final_timing	Max Slew Vio Count	0	
final_timing	final hold vios	0	
yosys	Dominant Register Cell	edfxtp_1	
final_timing	fin crit share	38.7	%
floorplanning	row count	78	
detailed_routing	WL/cell	20.1	µm
final_timing	worst clock skew	0.0267	ns
yosys	Gate Count Post-Synth	707	
pwr	maximum VDD drop	0.0000704	V
## logic make-up (layout without fill, tap and decap cells)
group                    count (synthesis)  in the layout  share of synthesized area (%)
AND-OR/OR-AND                           70             70                           2.95
XOR/XNOR                                 5              5                          0.313
adder cells (fa/ha/maj)                 11             11                           1.04
buffers and inverters                   50            167                           1.95
flip-flops                             364            364                           74.9
multiplexers                           115            115                           15.6
AND/OR/NAND/NOR                         92             92                           3.16
## state kept, by name, indices dropped and copies added (netlist names)
name      flops
r_ptr         4
data_out     32
FIFO        320
w_ptr         4
count         4
## per-layer routing
layer / global-route usage [%] / vias to the layer above / part of all wire, %
li1: - / 3070 / -
met1: 17.4 / 3342 / 39
met2: 19.6 / 294 / 47
met3: 8.01 / 57 / 12
met4: 2.47 / 6 / 2.4
met5: 0 / - / 0.17
## cell type report
| type | instances | share of cell area (%) |
|---|---|---|
| Sequential cell | 364 | 63.2 |
| Multi-Input combinational cell | 293 | 20.0 |
| Clock buffer | 58 | 6.47 |
| Timing Repair Buffer | 92 | 5.20 |
| Tap cell | 600 | 4.52 |
| Clock inverter | 8 | 0.422 |
| Inverter | 9 | 0.203 |
## critical path, cell delays in order
cell and delay, ns:
clkdlybuf4s50_1 0.45, o41ai_4 0.06, buf_4 0.60, inv_2 0.33, ha_1 0.33, ha_1 0.32
a21oi_1 0.17, a21oi_1 0.11, or4_1 0.48, a21oi_1 0.14
## cell usage after synthesis (all sizes together) (2+ instances only)
library cell / n
nand2: 35
dfxtp: 44
mux4: 77
nor2: 13
xor2: 5
inv: 9
a31oi: 19
nand3: 6
o41ai: 2
clkbuf: 18
ha: 10
mux2i: 38
buf: 23
a21oi: 19
nor4b: 2
edfxtp: 320
nor3: 20
or3: 2
nor4: 5
and3: 2
o31ai: 2
o21ai: 22
## worst paths after layout
check,startpoint,endpoint,slack [ns]
setup / recovery,r_en,count[3],8.34
hold / removal,data_out[6],data_out[6],0.47
setup reg to reg,count[0],count[3],10.33
hold reg to reg,data_out[6],data_out[6],0.47
## through the flow
stage	utilization [%]	total power, W
floorplan	-	0.00160
global placement	33.8	0.00176
detailed placement	33.8	0.00177
CTS	36.3	0.00272
global route	36.3	0.00280
finish	36.3	0.00269
## power breakdown
group	switching, W	internal (W)
Clock	0.000394	0.000561
Combinational	0.000192	0.000222
Sequential	0.0000535	0.00126
Total	0.000639	0.00205
## cells in the final DEF (no fill, tap or decap), types with 6 or more instances in the layout
cell type        instances
edfxtp_1               320
clkdlybuf4s50_1         69
mux4_2                  57
dfxtp_1                 42
mux2i_1                 38
clkbuf_16               37
nand2_1                 35
buf_4                   23
o21ai_0                 22
mux4_1                  20
nor3_1                  20
a21oi_1                 19
a31oi_1                 19
clkbuf_1                14
ha_1                    10
nor2_1                   9
inv_1                    8
clkbuf_8                 7
nand3_1                  6
Power and IR drop assume default switching activity.
