$ cat flow/run.sh
#!/bin/bash
# OpenROAD 26Q1-2900-gdf79404cd8, Yosys 0.63+post, stock flow scripts
make -C /OpenROAD-flow-scripts/flow DESIGN_CONFIG=/design/flow/config.mk WORK_HOME=/design/flow/orfs finish
$ cat flow/design.v
module synchronizer #(
    parameter WIDTH = 2
)(
    input                   clk,
    input                   rst_n,
    input      [WIDTH-1:0]  data_in,
    output reg [WIDTH-1:0]  data_out
);
reg [WIDTH-1:0] sync_reg;
always @(posedge clk) begin
    if(!rst_n) begin
        data_out    <=  'b0;
        sync_reg    <=  'b0;
    end
    else begin
        sync_reg    <=  data_in;
        data_out    <= sync_reg;
    end
end
endmodule
module w_ptr_handler #(
    parameter PTR_WIDTH = 3
) (
    input                       wclk,
    input                       rst_n,
    input                       w_en,
    input       [PTR_WIDTH:0]   g_rptr_sync,
    output  reg [PTR_WIDTH:0]   b_wptr,
    output  reg [PTR_WIDTH:0]   g_wptr,
    output  reg                 full
);
wire [PTR_WIDTH:0] b_wptr_next;
wire [PTR_WIDTH:0] g_wptr_next;
wire               wfull;
assign b_wptr_next = (w_en & !full) ? (b_wptr + 1) : b_wptr;
assign g_wptr_next = (b_wptr_next >>1)^b_wptr_next;
always@(posedge wclk or negedge rst_n) begin
    if(!rst_n) begin
        b_wptr <= 'b0;  
        g_wptr <= 'b0;
    end
    else begin
        b_wptr <= b_wptr_next;  
        g_wptr <= g_wptr_next;  
    end
end
always@(posedge wclk or negedge rst_n) begin
    if(!rst_n) 
        full <= 'b0;
    else
        full <= wfull;
end
assign wfull = (g_wptr_next == {~g_rptr_sync[PTR_WIDTH:PTR_WIDTH-1], g_rptr_sync[PTR_WIDTH-2:0]});
endmodule
module rptr_handler #(
    parameter PTR_WIDTH = 3
)(
    input                       rclk,
    input                       rst_n,
    input                       r_en,
    input       [PTR_WIDTH:0]   g_wptr_sync,
    output reg  [PTR_WIDTH:0]   b_rptr, 
    output reg  [PTR_WIDTH:0]   g_rptr,
    output reg                  empty
);
wire [PTR_WIDTH:0] b_rptr_next;
wire [PTR_WIDTH:0] g_rptr_next;
wire               rempty;
assign b_rptr_next = (r_en & !empty) ? (b_rptr + 'b1) : b_rptr;
assign g_rptr_next = (b_rptr_next >>1)^b_rptr_next;
assign rempty = (g_wptr_sync == g_rptr_next) ? 'b1  : 'b0;
always@(posedge rclk or negedge rst_n) begin
    if(!rst_n) begin
        b_rptr <= 'b0;
        g_rptr <= 'b0;
    end
    else begin
        b_rptr <= b_rptr_next;   
        g_rptr <= g_rptr_next;   
    end
end
always@(posedge rclk or negedge rst_n) begin
    if(!rst_n) 
        empty <= 'b1;
    else
        empty <= rempty;
end
endmodule
module fifo_mem #(
    parameter DEPTH = 8,
    parameter DATA_WIDTH = 8,
    parameter PTR_WIDTH = 3
)(
    input wire wclk,
    input wire w_en,
    input wire rclk,
    input wire r_en,
    input wire [PTR_WIDTH:0] b_wptr,
    input wire [PTR_WIDTH:0] b_rptr,
    input wire [DATA_WIDTH-1:0] data_in,
    input wire full,
    input wire empty,
    output wire [DATA_WIDTH-1:0] data_out
);
reg [DATA_WIDTH-1:0] fifo[0:DEPTH-1];
always@(posedge wclk) begin
    if(w_en & !full) begin
        fifo[b_wptr[PTR_WIDTH-1:0]] <= data_in;
    end
end
assign data_out = fifo[b_rptr[PTR_WIDTH-1:0]];
endmodule
module asynchronous_fifo #(
    parameter DEPTH = 8,
    parameter DATA_WIDTH = 8
)(
    input  wire                  wclk,
    input  wire                  rclk,
    input  wire                  rst_n,
    input  wire                  w_en,
    input  wire                  r_en,
    input  wire [DATA_WIDTH-1:0] data_in,
    output wire [DATA_WIDTH-1:0] data_out,
    output wire                  full,
    output wire                  empty
);
    localparam PTR_WIDTH = $clog2(DEPTH);
    wire [PTR_WIDTH:0] b_wptr, g_wptr;
    wire [PTR_WIDTH:0] b_rptr, g_rptr;
    wire [PTR_WIDTH:0] g_wptr_sync, g_rptr_sync;
    synchronizer #(PTR_WIDTH+1) sync_wptr (
        .clk(rclk),
        .rst_n(rst_n),
        .data_in(g_wptr),
        .data_out(g_wptr_sync)
    );
    synchronizer #(PTR_WIDTH+1) sync_rptr (
        .clk(wclk),
        .rst_n(rst_n),
        .data_in(g_rptr),
        .data_out(g_rptr_sync)
    );
    w_ptr_handler #(PTR_WIDTH) wptr_h (
        .wclk(wclk),
        .rst_n(rst_n),
        .w_en(w_en),
        .g_rptr_sync(g_rptr_sync),
        .b_wptr(b_wptr),
        .g_wptr(g_wptr),
        .full(full)
    );
    rptr_handler #(PTR_WIDTH) rptr_h (
        .rclk(rclk),
        .rst_n(rst_n),
        .r_en(r_en),
        .g_wptr_sync(g_wptr_sync),
        .b_rptr(b_rptr),
        .g_rptr(g_rptr),
        .empty(empty)
    );
    fifo_mem #(
        .DEPTH(DEPTH),
        .DATA_WIDTH(DATA_WIDTH),
        .PTR_WIDTH(PTR_WIDTH)
    ) fifom (
        .wclk(wclk),
        .w_en(w_en),
        .rclk(rclk),
        .r_en(r_en),
        .b_wptr(b_wptr),
        .b_rptr(b_rptr),
        .data_in(data_in),
        .full(full),
        .empty(empty),
        .data_out(data_out)
    );
endmodule
$ cat flow/config.mk
export PLATFORM = sky130hd
export DESIGN_NAME = asynchronous_fifo
export DESIGN_NICKNAME = asynchronous_fifo
export VERILOG_FILES = /design/flow/design.v
export SDC_FILE = /design/flow/constraint.sdc
export NUM_CORES = 4
export LEC_CHECK = 1
export CORE_UTILIZATION = 50
$ cat flow/constraint.sdc
current_design asynchronous_fifo

set clk_period 4.3
set clk_io_pct 0.2

create_clock -name clk0 -period $clk_period [get_ports {rclk}]
create_clock -name clk1 -period $clk_period [get_ports {wclk}]

set non_clock_inputs [all_inputs -no_clocks]
set_input_delay [expr $clk_period * $clk_io_pct] -clock clk0 $non_clock_inputs
set_output_delay [expr $clk_period * $clk_io_pct] -clock clk0 [all_outputs]
==> metrics.cfg <==
[synthesis]
synth-xor-area-share=0.06083
ys_seq_frac=0.6985
async_set_or_reset_register_ratio_after_synthesis=0.1667
syn-mean-instance-area_um2=18.28
synthesis.yosys.warnings=4
synthesis.area_mm2=0.003785
ys_ff=96
synth_top_flop_cell=sky130_fd_sc_hd__edfxtp_1
post_synth_ao_oa_area_fraction=0.006281
simple_gate_share=0.07471
synthMuxAreaShare=0.1299
ys_types=34
yosys-top-cells-area=sky130_fd_sc_hd__edfxtp_1, sky130_fd_sc_hd__dfrtp_1, sky130_fd_sc_hd__mux4_2
synth.yosys.chip_area_mm2=0.003785
syn-instance-count=207
enable_flop_cells=64
netlist.top_cell.by_instances=sky130_fd_sc_hd__edfxtp_1
synth.top_cells.by_count=sky130_fd_sc_hd__edfxtp_1, sky130_fd_sc_hd__and2_1, sky130_fd_sc_hd__dfxtp_1, sky130_fd_sc_hd__mux4_2, sky130_fd_sc_hd__dfrtp_1
fa_ha_area_frac=0.006612
synth.yosys.num_cells=207
synth_area_leader_cell=sky130_fd_sc_hd__edfxtp_1
synth_largest_type_area_fraction=0.5078
post_synth_main_logic_family=multiplexers

[global_route]
final_global_route_overflow_total=0
grt_util_all_layers=0.1873
antenna_found_initial=0
via_count_of_the_first_global_routing_pass=1901
wire_length_of_the_first_global_routing_pass_um=9694
grt_max_degree=33

[timing]
tightestPinTransition_ps=834.1
fin_worst_skew_ps=6.663
hold_violations=0
worst_slack_setup_final_ps=1186
rsz_0062_raised_after_global_routing=false
slew_violations=0
timing.slew.headroom=0.4439
tns_setup_ps=0
setup_viol=0
final.hold.worst_slack_ps=363.5

[finish]
area_taken_by_multi_input_logic_gates_mm2=0.001060
area_taken_by_flip_flops_and_latches_mm2=0.002644
syn2layout_area_growth_pct=15.74
largest_register_ff_count=64
layoutNonFillerInstCount=345
drive_above_1_share=0.2642
fillers=543

[clocking]
cts_hold_buf=0
clk_pin_slew_worst_paths_ps=80
clock_sink_count=96
cts_setup_buffers=0
tritoncts=done
cts_resized=0

[hold_path]
hold_path_class=register to register
hold_depth=1

[placement]
globalplace.congestion=0.7296
port_buffers=21
hpwlAfterDp_um=3797
placedCellCount=325
detailedPlace.worstSlack_ps=1419

[power]
max-vdd-ir-drop_mv=0.3439
intPower_mw=2.153
p_per_area_mw_per_mm2=690.9
p_total_mw=3.026
clock_power_share=0.239
p_leak_nw=1.571
pwr-share-seq=0.447
p_sw_mw=0.8731
switching_share=0.2885
comb_power_share=0.313

[critical_path]
worst_r2r_path_depth=6
cp-start-kind=register
path_class=register to output port
worst-endpoint-arrival_ps=2250
endpoint_kind=output port
worst-endpoint-required_ps=3440
cp_max_fo=17

[run]
log.warning_count=26
max_capacitance_violation_total=0

[routing]
drc=0
route.detailed.wl_per_inst_um=17.63
insertedDiodeCount=0
route.detailed.vias_per_inst=5.206
drt_pre_antenna_iters=4
m1WireLength_um=2467
topRoutingLayerUsed=met4
met2_length_um=3015
wire_length_on_met3_um=482
totalWireLength_um=6081
routed-via-count=1796
antenna_violating_nets_post_route=0
detailedRoute.firstIterationViolations=65

[floorplan]
die_height_um=89.01
dieWidth_um=89.01
initial_core_util=0.5190
pin_count=23
floorplan.core_area_mm2=0.007292
num_rows=31
fp.dieArea_mm2=0.007922

[outcome]
status=finished, final reports clean

metrics by stage:
stage                     area (um^2)  utilization
after floorplan                  3785            -
after global placement           4109       0.5635
after detailed placement         4109       0.5635
after CTS                        4380       0.6007
after global routing             4380       0.6007
final                            4380       0.6007
power groups by stage:
| stage | Combinational, mW | Sequential, mW | Clock [mW] |
|---|---|---|---|
| after CTS | 0.974 | 1.36 | 0.743 |
| after global routing | 1.07 | 1.38 | 0.781 |
| final | 0.949 | 1.35 | 0.724 |
metal layers:
layer  up-vias  track usage
li1        839            -
met1       882       0.2793
met2        64       0.2755
met3        11      0.09738
met4         0      0.03463
met5         -            0
placed cells by master, fill, tap and decap left out, types with 3 or more instances in the layout:
master / synthesis / layout
sky130_fd_sc_hd__nor3_1: 4 / 4
sky130_fd_sc_hd__nand2b_1: 3 / 3
sky130_fd_sc_hd__mux2_2: 9 / 9
sky130_fd_sc_hd__clkbuf_8: 0 / 12
sky130_fd_sc_hd__clkdlybuf4s50_1: 0 / 21
sky130_fd_sc_hd__nand2_1: 7 / 7
sky130_fd_sc_hd__edfxtp_1: 64 / 64
sky130_fd_sc_hd__and2_1: 16 / 16
sky130_fd_sc_hd__xor2_1: 10 / 10
sky130_fd_sc_hd__buf_4: 1 / 9
sky130_fd_sc_hd__mux4_2: 16 / 16
sky130_fd_sc_hd__dfrtp_1: 15 / 15
sky130_fd_sc_hd__xnor2_1: 10 / 10
sky130_fd_sc_hd__mux2i_1: 3 / 3
sky130_fd_sc_hd__dfxtp_1: 16 / 16
cell families after synthesis:
group / Yosys count
flip-flops: 96
AND/OR/NAND/NOR: 42
multiplexers: 28
XOR/XNOR: 23
buffers and inverters: 12
AND-OR/OR-AND: 4
adder cells (fa/ha/maj): 2
worst max-delay path, stage by stage (launching register included):
cell and delay (ps):
sky130_fd_sc_hd__dfrtp_1 420, sky130_fd_sc_hd__buf_4 350, sky130_fd_sc_hd__mux4_2 540, sky130_fd_sc_hd__mux2_2 290, sky130_fd_sc_hd__clkdlybuf4s50_1 400
final cells by class:
cell class,instances,share of cell area
sequential,96,0.6035
inverter,1,0.0008569
clock inverter,7,0.02342
clock buffer,13,0.03856
timing repair buffer,30,0.06341
multi-input combinational,99,0.2419
tap,99,0.02828
worst paths after layout:
path,startpoint,end,slack (ps)
worst max-delay path,rptr_h.b_rptr[0],data_out[5],1190
worst min-delay path,rptr_h.g_rptr[2],sync_rptr.sync_reg[2],360
worst max register to register,rptr_h.b_rptr[1],rptr_h.empty,1930
worst min register to register,rptr_h.g_rptr[2],sync_rptr.sync_reg[2],360
max in group clk1,w_en,wptr_h.full,2060
max in group asynchronous,rst_n,rptr_h.empty,3050
min in group clk0,sync_wptr.sync_reg[3],sync_wptr.data_out[3],430
min in group asynchronous,rst_n,wptr_h.g_wptr[2],880
Power figures rest on the tool's default switching activity, not on a simulated workload.
